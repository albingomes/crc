$ cat flow/run.sh
#!/bin/bash
# OpenROAD 26Q1-2900-gdf79404cd8, Yosys 0.63+post, stock flow scripts
make -C /OpenROAD-flow-scripts/flow DESIGN_CONFIG=/design/flow/config.mk WORK_HOME=/design/flow/orfs finish
$ cat flow/design.v
`timescale 1ns / 1ps
module crc(
    input           clk,    
    input           reset_n,
    input           enable,
    input  [31:0]   data,
    output [15:0]   crc,
    output logic    crc_done
);
logic [4:0]     counter;
logic [15:0]    shift_reg;
logic [47:0]    data_in;
parameter       counter_max = 31;
assign crc      = shift_reg;
assign data_in  = {data,16'h0000};
always_ff @ (posedge clk) begin
    if (reset_n == 0) begin
        shift_reg   <= 0;
    end
    else begin
        if (enable == 0) begin
            shift_reg   <= data_in[47:32];
        end 
        else begin
            if(crc_done != 1) begin
                shift_reg[15]   <= shift_reg[14];
                shift_reg[14]   <= shift_reg[13];
                shift_reg[13]   <= shift_reg[12];
                shift_reg[12]   <= shift_reg[11] ^ shift_reg[15];
                shift_reg[11]   <= shift_reg[10];
                shift_reg[10]   <= shift_reg[9];
                shift_reg[9]    <= shift_reg[8];
                shift_reg[8]    <= shift_reg[7];
                shift_reg[7]    <= shift_reg[6];
                shift_reg[6]    <= shift_reg[5];
                shift_reg[5]    <= shift_reg[4] ^ shift_reg[15];
                shift_reg[4]    <= shift_reg[3];
                shift_reg[3]    <= shift_reg[2];
                shift_reg[2]    <= shift_reg[1];
                shift_reg[1]    <= shift_reg[0];
                shift_reg[0]    <= data_in[counter] ^ shift_reg[15];
            end
        end  
    end 
end
always_ff @ (posedge clk) begin 
    if (reset_n == 0) begin
        counter     <= counter_max;
        crc_done    <= 0;
    end 
    else begin
        if (enable == 0) begin
            counter     <= counter_max;
            crc_done    <= 0;
        end 
        else begin 
            counter     <= (counter == 0)? 0:counter-1;
            crc_done    <= (counter == 0)? 1:0; 
        end 
    end 
end 
endmodule
$ cat flow/config.mk
export PLATFORM = sky130hd
export DESIGN_NAME = crc
export DESIGN_NICKNAME = crc
export VERILOG_FILES = /design/flow/design.v
export SDC_FILE = /design/flow/constraint.sdc
export NUM_CORES = 4
export LEC_CHECK = 1
export CORE_AREA = 10 10 86 86
export DIE_AREA = 0 0 96 96
$ cat flow/constraint.sdc
current_design crc

set clk_period 2.3
set clk_io_pct 0.2

create_clock -name clk0 -period $clk_period [get_ports {clk}]

set non_clock_inputs [all_inputs -no_clocks]
set_input_delay [expr $clk_period * $clk_io_pct] -clock clk0 $non_clock_inputs
set_output_delay [expr $clk_period * $clk_io_pct] -clock clk0 [all_outputs]
==> impl_metrics.toml <==
# generated from flow reports
[synthesis]
area_leaders = "dfxtp_1, mux2i_1, o211a_1, nand2_1, mux4_2"
ys_warn_count = 1
syn_inst = 118
ys.flops = 22
ys_cells = 118
ys.flop_type = "dfxtp_1"
ys_async_sr_fraction = 0
yosys-stat-area_mm2 = 0.00115
edf_count = 0
yosys.stat.seqShare = 0.382
top_cell_area_share = 0.382
synth_area_leader_cell = "dfxtp_1"
synth.distinct_cells = 26
avgSynthCellArea_um2 = 9.77
netlist_area_mm2 = 0.00115

[sta]
clock_skew_ns = 0.00410
min_period_over_period = 0.804
period_needed_ns = 1.85
worst_pin_slew_ns = 0.541
drv_slew = 0
setup_viol = 0
hold_viol_final = 0
rsz0062_at_grt = "no"
slew_headroom = 0.636
whs_ns = 0.540
fmax_ghz = 0.541
setup_tns_ns = 0

[power_and_ir_drop]
power_density_mw_per_mm2 = 493
ir_drop_uv = 272
power_mw = 0.878
leakagePower_nw = 0.770

[layout]
largest_register_ffs = 16
area_growth_pct = 54.6
logic_area_um2 = 648
fillers = 604
final_core_util = 0.322
drive_gt1_frac = 0.0723
layout.area.seq_um2 = 440
final_cell_area_mm2 = 0.00178

[die]
die_x_um = 96
io_pins = 52
chipArea_mm2 = 0.00922
coreArea_mm2 = 0.00554
fp_util = 0.208
fp-row-count = 27
die_y_um = 96

[route]
dr.pass1.iters = 4
vias = 994
wl_per_cell_um = 14.0
drtIter0Drc = 72
drc_errors = 0
antenna_cells = 0
routed_via_density = 4.18
ant_nets = 0
wl_um = 3340

[cts]
ctsHoldBuffers = 0
cts-root-buf = "clkbuf_8"
cts_resized = 0
cts_tree = "yes"
htree_levels = 1
path_clk_slew_ns = 0.08
cts_made_buffers = 3
clk_latency_ns = 0.26
cts_buffer_depth = 2
cts.sinks = 22
post_cts_buffers = 0

[critical_path]
slowest_delay_ns = 0.63
cp_max_fo = 9
cp-end-kind = "register"
critPathBufInv = 0
arrival_ns = 2.00
cpLargestDelayFamily = "flip-flops"
cp_cell_sequence = "mux4_2 > o2111ai_2 > nand3b_1 > a32o_1"
cp.required_ns = 2.45
worst_path_max_delay_cell = "dfxtp_1"
setup.worst_path.class = "register to register"
start_kind = "register"

[global_route]
grt_usage = 0.0702
overflow = 0
grt_start_max_net_pins = 35
grt_pass1_vias = 975
grt_pass1_wl_um = 5150
antenna_found_initial = 0

[run]
warnings = 25
maxCapViolCount = 0

[status]
status = "completed"

[placement]
port_buffers = 51
place_hpwl_um = 2510
gp_congestion = 0.819
placed_area_mm2 = 0.00173

[worst_hold_path]
holdCritPathClass = "register to register"
where the power goes:
part / total (mW) / internal [mW] / switching (mW)
clock: 0.274 / 0.152 / 0.121
combinational: 0.176 / 0.126 / 0.0498
sequential: 0.428 / 0.403 / 0.0248
layout make-up:
cell class	count	share of cell area
Clock buffer	4	0.0309
Multi-Input combinational cell	82	0.364
Timing Repair Buffer	54	0.299
Tap cell	72	0.0506
Sequential cell	22	0.247
Inverter	4	0.00843
through the flow:
| stage | instances | setup WS, ns |
|---|---|---|
| finish | 238 | 0.450 |
| global route | 238 | 0.320 |
| CTS | 238 | 0.441 |
| detailed placement | 234 | 0.309 |
| global placement | 234 | 0.318 |
| floorplan | 118 | 0.742 |
layer usage:
metal	track usage	up-vias	routed length (um)
li1	-	520	-
met1	0.105	428	1670
met2	0.0970	44	1320
met3	0.0291	2	336
met4	0.00369	0	14
met5	0	-	0
final timing paths:
check,from,end,slack [ns],cells after the start
setup reg to reg,counter[0]$_SDFF_PN1_,shift_reg[0]$_SDFFE_PN0P_,0.45,4
hold / removal,counter[4]$_SDFF_PN1_,counter[4]$_SDFF_PN1_,0.54,1
setup / recovery,counter[0]$_SDFF_PN1_,shift_reg[0]$_SDFFE_PN0P_,0.45,4
hold reg to reg,counter[4]$_SDFF_PN1_,counter[4]$_SDFF_PN1_,0.54,1
cell usage after synthesis (all sizes together) (3+ instances only):
library cell,count
nor2,3
dfxtp,22
o211a,13
buf,6
mux2i,19
inv,4
clkbuf,4
nand2,19
xnor2,4
o21ai,3
a31oi,5
cell families after synthesis:
logic type / count (synthesis) / share of synthesized area
simple gates: 29 / 0.110
compound gates: 27 / 0.207
flops: 22 / 0.382
mux: 21 / 0.204
buf+inv: 14 / 0.0554
xor+xnor: 4 / 0.0304
fa+ha+maj: 1 / 0.0109
cell usage in the layout, fill, tap and decap left out, types with 4 or more instances in the layout:
| cell | Yosys | routed |
|---|---|---|
| clkdlybuf4s50_1 | 0 | 51 |
| dfxtp_1 | 22 | 22 |
| nand2_1 | 19 | 19 |
| mux2i_1 | 19 | 19 |
| o211a_1 | 13 | 13 |
| a31oi_1 | 5 | 5 |
| inv_1 | 4 | 4 |
| xnor2_1 | 4 | 4 |
| clkbuf_8 | 0 | 4 |
Power figures rest on the tool's default switching activity, not on a simulated workload.
